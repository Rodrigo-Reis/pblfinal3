**flow/run.sh**
```bash
#!/bin/bash
# OpenROAD 26Q1-2900-gdf79404cd8, Yosys 0.63+post, stock flow scripts
make -C /OpenROAD-flow-scripts/flow DESIGN_CONFIG=/design/flow/config.mk WORK_HOME=/design/flow/orfs finish
```
**flow/config.mk**
```make
export PLATFORM = sky130hd
export DESIGN_NAME = MaquinadeEstados
export DESIGN_NICKNAME = MaquinadeEstados
export VERILOG_FILES = /design/flow/design.v
export SDC_FILE = /design/flow/constraint.sdc
export NUM_CORES = 4
export LEC_CHECK = 1
export CORE_AREA = 10 10 70 70
export DIE_AREA = 0 0 80 80
```
**flow/constraint.sdc**
```tcl
current_design MaquinadeEstados

set clk_period 1.7
set clk_io_pct 0.2

create_clock -name clk0 -period $clk_period [get_ports {clock}]

set non_clock_inputs [all_inputs -no_clocks]
set_input_delay [expr $clk_period * $clk_io_pct] -clock clk0 $non_clock_inputs
set_output_delay [expr $clk_period * $clk_io_pct] -clock clk0 [all_outputs]
```
**flow/design.v**
```verilog
module MaquinadeEstados (B0, 
	ErrSensor, ErrMoeda, 
	T10_bebida, T10_moeda, 
	T2_pressu, T10_aqueci, T2_entre, T6_errMoeda,
	T6_sensor, clock, ATUAL,
	sec10_bebida, sec10_moeda, 
	sec2_pressu, sec10_aqueci, sec2_entre, sec6_errMoeda,
	sec6_sensor, rgb_green, rgb_blue, rgb_red, on_off);
	input clock,
	B0, 
	ErrSensor, ErrMoeda, 
	T10_bebida, T10_moeda, 
	T2_pressu, T10_aqueci, T2_entre, T6_errMoeda,
	T6_sensor; 
	output  reg [2:0] ATUAL;
	output reg sec10_bebida, sec10_moeda, 
	sec2_pressu, sec10_aqueci, sec2_entre, sec6_errMoeda,
	sec6_sensor,rgb_green, rgb_blue, rgb_red,on_off;
	parameter ESPERA = 3'b000  
				,ESCOLHA = 3'b001  
				,VALOR = 3'b010  
				,BOMBAGEM = 3'b011  
				,AQUECIMENTO = 3'b100  
				,ENTREGA = 3'b101  
				,ERRO_SENSOR = 3'b110 
				,ERRO_MOEDA = 3'b111;
	reg [2:0] estados;
	initial begin
		estados <= ESPERA;
	end
	always @ (posedge clock) begin
		case (estados)
			ESPERA: begin
				if(B0==1'b0) estados <= ESPERA;
				else estados <= ESCOLHA;
			end
			ESCOLHA: begin 
				if(ErrSensor==1'b1) estados <= ERRO_SENSOR;
				else if(B0==1'b1 && T10_bebida==1'b0) estados <= VALOR;
				else if(T10_bebida==1'b1) estados <= ESPERA;			
			end
			VALOR: begin
				if( ErrSensor==1'b1) estados <= ERRO_SENSOR;
				else if(B0==1'b1 && ErrSensor==1'b0 && ErrMoeda==1'b1) estados <= ERRO_MOEDA;
				else if(T10_moeda==1'b1) estados <= ESPERA;
				else if(B0==1'b1 && T10_moeda==1'b0 && ErrSensor==1'b0 && ErrMoeda==1'b0) estados <= BOMBAGEM;
				end
			BOMBAGEM: begin 		
				if(T2_pressu==1'b0) estados <= BOMBAGEM;
				else if(T2_pressu==1'b1) estados <= AQUECIMENTO;
				end
			AQUECIMENTO: begin 
				if(T10_aqueci==1'b0) estados <= AQUECIMENTO;
				else if(T10_aqueci==1'b1) estados <= ENTREGA;
				end 
			ENTREGA: begin 
				if(T2_entre==1'b0) estados <= ENTREGA;
				else if(T2_entre==1'b1) estados <= ESPERA;
				end 
			ERRO_SENSOR: begin 
				if(T6_sensor==1'b0) estados <= ERRO_SENSOR;
				else if(T6_sensor==1'b1) estados <= ESPERA;
			end
			ERRO_MOEDA: begin
				if(T6_errMoeda==1'b0) estados <= ERRO_MOEDA;
				if(T6_errMoeda==1'b1) estados <= ESPERA;
			end
		endcase 
	end
	always @ (estados) begin
		case(estados)
			ESPERA: begin
			sec10_bebida=1'b0; 
			sec10_moeda=1'b0;
			sec2_pressu=1'b0;
			sec10_aqueci=1'b0;
			sec2_entre=1'b0;
			sec6_errMoeda=1'b0;
			sec6_sensor=1'b0;
			rgb_red = 1'b0;
			rgb_green = 1'b0;
			rgb_blue = 1'b0;
			on_off = 1'b0;
			ATUAL = 3'b000;
			end
			ESCOLHA: begin
			sec10_bebida=1'b1; 
			sec10_moeda=1'b0;
			sec2_pressu=1'b0;
			sec10_aqueci=1'b0;
			sec2_entre=1'b0;
			sec6_errMoeda=1'b0;
			sec6_sensor=1'b0;
			rgb_red = 1'b0;
			rgb_green = 1'b0;
			rgb_blue = 1'b0;
			on_off = 1'b0;
			ATUAL = 3'b001;
			end
			VALOR: begin
			sec10_bebida=1'b0; 
			sec10_moeda=1'b1;
			sec2_pressu=1'b0;
			sec10_aqueci=1'b0;
			sec2_entre=1'b0;
			sec6_errMoeda=1'b0;
			sec6_sensor=1'b0;
			rgb_red = 1'b0;
			rgb_green = 1'b0;
			rgb_blue = 1'b0;
			on_off = 1'b1;
			ATUAL = 3'b010;
			end
			BOMBAGEM: begin
			sec10_bebida=1'b0; 
			sec10_moeda=1'b0;
			sec2_pressu=1'b1;
			sec10_aqueci=1'b0;
			sec2_entre=1'b0;
			sec6_errMoeda=1'b0;
			sec6_sensor=1'b0;
			rgb_blue = 1'b1;
			rgb_red = 1'b0;
			rgb_green =1'b0;
			on_off = 1'b0;
			ATUAL = 3'b011;
			end
			AQUECIMENTO: begin
			sec10_bebida=1'b0; 
			sec10_moeda=1'b0;
			sec2_pressu=1'b0;
			sec10_aqueci=1'b1;
			sec2_entre=1'b0;
			sec6_errMoeda=1'b0;
			sec6_sensor=1'b0;
			rgb_red = 1'b1;
			rgb_green = 1'b0;
			rgb_blue = 1'b0;
			on_off = 1'b0;
			ATUAL = 3'b100;
			end
			ENTREGA: begin
			sec10_bebida=1'b0; 
			sec10_moeda=1'b0;
			sec2_pressu=1'b0;
			sec10_aqueci=1'b0;
			sec2_entre=1'b1;
			sec6_errMoeda=1'b0;
			sec6_sensor=1'b0;
			rgb_green = 1'b1;
			rgb_red = 1'b0;
			rgb_blue = 1'b0;
			on_off = 1'b0;
			ATUAL = 3'b101;
			end
			ERRO_SENSOR: begin
			sec10_bebida=1'b0; 
			sec10_moeda=1'b0;
			sec2_pressu=1'b0;
			sec10_aqueci=1'b0;
			sec2_entre=1'b0;
			sec6_errMoeda=1'b0;
			sec6_sensor=1'b1;
			rgb_red = 1'b0;
			rgb_green = 1'b0;
			rgb_blue = 1'b0;
			on_off = 1'b0;
			ATUAL = 3'b110;
			end
			ERRO_MOEDA: begin
			sec10_bebida=1'b0; 
			sec10_moeda=1'b0;
			sec2_pressu=1'b0;
			sec10_aqueci=1'b0;
			sec2_entre=1'b0;
			sec6_errMoeda=1'b1;
			sec6_sensor=1'b0;
			rgb_red = 1'b0;
			rgb_green = 1'b0;
			rgb_blue = 1'b0;
			on_off = 1'b0;
			ATUAL = 3'b111;
			end
			default begin 
				sec10_bebida=1'b0; 
				sec10_moeda=1'b0;
				sec2_pressu=1'b0;
				sec10_aqueci=1'b0;
				sec2_entre=1'b0;
				sec6_errMoeda=1'b0;
				sec6_sensor=1'b0;
				rgb_red = 1'b0;
				rgb_green = 1'b0;
				rgb_blue = 1'b0;
				on_off = 1'b0;
				ATUAL = 3'b000;
			end
		endcase
	end
endmodule 
```
==> flow_summary.ini <==
; flow metrics
[yosys]
synth_sequential_area_ratio_pct = 22.0
post-synth-top-area-cell = sky130_fd_sc_hd__edfxtp_1
ff_type = sky130_fd_sc_hd__edfxtp_1
synthArstFlopShare_pct = 0
number_of_synthesized_flops_with_an_enable_pin = 3
yosysTopAreaCellShare_pct = 22.0
synth.yosys.num_cells = 47
syn_inst = 47
topCellsByArea = sky130_fd_sc_hd__edfxtp_1 (22%), sky130_fd_sc_hd__buf_6 (8.3%), sky130_fd_sc_hd__buf_4 (7.3%)
yosys_register_bits = 3
synthesis.yosys.warnings = 1
synthesis.area_per_instance_um2 = 8.71
synthesis.area_um2 = 409
top_cells_by_count = sky130_fd_sc_hd__a21oi_1 (4), sky130_fd_sc_hd__buf_4 (4), sky130_fd_sc_hd__nand2_1 (4), sky130_fd_sc_hd__nor2_1 (4)
synth.distinct_cells = 27
synth-area-yosys_um2 = 409

[setup_path]
crit_required_ns = 1.36
worstSetupPathType = reg -> out
r2r_cells = 7
regToRegSetupSlack_ns = 0.11
setup.worst_path.start_class = flop
setup.worst_path.start = estados[2]$_DFFE_PP_
path_max_fanout = 4
cp-endpoint = sec2_entre
regToRegStartpoint = estados[1]$_DFFE_PP_
worst-endpoint-arrival_ns = 1.30
end_kind = output port
r2r_end = estados[2]$_DFFE_PP_

[timing]
post-route-min-period_ns = 1.64
final_min_period_over_clock_period_pct = 96.6
finalMaxSlewViolations = 0
worst_hold_slack_ns = 0.808
slew_headroom_pct = 80.7
fmax_mhz = 609
report.final.hold_viol_count = 0
setup_tns_ns = 0
finClkSkew_ns = 0.00252
worst_pin_slew_ns = 0.287
setup_viol = 0

[clocking]
worst_skew_pair.late_latency_ns = 0.24
clkSlewWorstSetupHoldPaths_ns = 0.04
cts_inserted_buffers = 3
clockBufferDepth = 2
cts_sinks = 3
cts.htree.levels = 1
cts_tree = yes
cts_hold_repair.buffers = 0
cts.root.buffer_cell = sky130_fd_sc_hd__clkbuf_4

[route]
vias = 468
final_antenna_net_count = 0
drt_first_pass_iters = 4
drt-total-wl_mm = 1.48
detail_route.antenna_diodes = 0
mean_routed_wirelength_per_cell_um = 11.5
drc_errors = 0
route.detailed.vias_per_inst = 3.66
dr.first_iter.drc_count = 20

[run_status]
result_of_the_run = finished, final reports clean

[cells_and_area]
logic_area_um2 = 256
final_layout_size_suffix_gt1_share_pct = 32.9
reg_top3 = estados (3)
largest_register = estados
syn_to_final_growth_pct = 94.5
largest_reg_flops = 3
nFillCells = 376
layout.area.seq_um2 = 90.1

[place]
io_buffers = 24
gpl.final_weighted_congestion = 0.897
detailed_place_hpwl_mm = 1.11

[global_route]
grt_pass1_wl_mm = 2.22
antenna_found_initial = 0
first_global_vias = 454
grt_max_degree = 9
gr-usage-all-layers_pct = 4.41
grt_overflow = 0

[pwr]
finalPower_mw = 1.14
power_density_mw_per_mm2 = 1430
p_leak_nw = 0.411
vdd.ir_drop.worst_uv = 402

[floorplanning]
fp-row-count = 21
fp.dieW_um = 80
floorplan.core_util_pct = 12.0
die_height_um = 80
io_pins = 25
placeableCoreArea_mm2 = 0.00342
floorplan.die_area_mm2 = 0.00640

[run]
openroad.warnings = 26
max_cap_violations = 0

[min_path]
holdCritPathClass = in -> reg
==> how the worst min path moves through the flow <==
stage	from	to	depth (start not counted)
5_1_grt	T6_sensor	estados[2]$_DFFE_PP_	4
4_1_cts	T6_sensor	estados[2]$_DFFE_PP_	4
6_report	T6_sensor	estados[2]$_DFFE_PP_	4
==> layer usage <==
layer / routed length, um / up-vias / part of all wire, % / global-route usage (%)
met3: 137 / 2 / 9.3 / 2.16
met5: 0 / - / 0 / 0
met4: 22 / 0 / 1.5 / 0.880
met1: 610 / 216 / 41 / 5.29
met2: 708 / 18 / 48 / 6.98
li1: - / 232 / - / -
==> per-stage QoR <==
| step | setup slack, ns | cell area (um^2) | std cells | util (%) |
|---|---|---|---|---|
| 4_1_cts | -0.111 | 782 | 128 | 22.9 |
| 3_5_place_dp | 0.0108 | 688 | 116 | 20.1 |
| 5_1_grt | -0.00107 | 796 | 128 | 23.3 |
| 6_report | 0.0575 | 796 | 128 | 23.3 |
| 3_3_place_gp | 0.0258 | 688 | 116 | 20.1 |
| 2_1_floorplan | 0.402 | 409 | 47 | - |
==> cells by family (layout without fill, tap and decap cells) <==
kind of cell,count (synthesis),after routing,share of synthesized area (%)
flops,3,3,22.0
simple gates,23,23,39.1
mux,1,1,2.45
buf+inv,9,44,17.4
compound gates,11,11,19.0
==> placed cells by master (no fill, tap or decap), types with 2 or more instances in the layout <==
cell / synthesis / routed
sky130_fd_sc_hd__clkdlybuf4s50_1: 0 / 12
sky130_fd_sc_hd__buf_4: 4 / 11
sky130_fd_sc_hd__dlygate4sd2_1: 0 / 7
sky130_fd_sc_hd__a21oi_1: 4 / 4
sky130_fd_sc_hd__nand2_1: 4 / 4
sky130_fd_sc_hd__dlymetal6s2s_1: 0 / 4
sky130_fd_sc_hd__nor2_1: 4 / 3
sky130_fd_sc_hd__clkbuf_4: 0 / 3
sky130_fd_sc_hd__edfxtp_1: 3 / 3
sky130_fd_sc_hd__buf_6: 3 / 3
sky130_fd_sc_hd__nor3b_4: 1 / 2
sky130_fd_sc_hd__nand3_1: 2 / 2
sky130_fd_sc_hd__nand2b_1: 2 / 2
sky130_fd_sc_hd__o21ai_1: 2 / 2
==> final cells by class <==
| class | count | share of cell area, % |
|---|---|---|
| clock buffers | 4 | 3.30 |
| repair buffers | 38 | 45.0 |
| well taps | 46 | 7.23 |
| inverters | 2 | 0.943 |
| multi-input cells | 35 | 32.2 |
| flip-flops and latches | 3 | 11.3 |
==> power breakdown <==
| part | internal [mW] | switching [mW] |
|---|---|---|
| logic | 0.533 | 0.313 |
| clock network | 0.0885 | 0.0451 |
| registers | 0.139 | 0.0203 |
==> timing repair <==
item,CTS,global route
buffers inserted,8,3
gates resized,14,5
gates cloned,0,0
endpoints found under the setup margin,12,7
pin swaps,4,0
==> critical path, cell delays in order, from the launching register on <==
cell and delay [ns]:
sky130_fd_sc_hd__edfxtp_1 0.38, sky130_fd_sc_hd__buf_4 0.15, sky130_fd_sc_hd__buf_6 0.11, sky130_fd_sc_hd__buf_4 0.13
sky130_fd_sc_hd__and3b_1 0.16, sky130_fd_sc_hd__dlymetal6s2s_1 0.13
No activity file was given, so power comes from the tool's default toggle rates.

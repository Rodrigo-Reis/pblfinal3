## design/flow/constraint.sdc

```tcl
current_design divisor_clock

set clk_period 3.5
set clk_io_pct 0.2

create_clock -name clk0 -period $clk_period [get_ports {clock_in}]

set non_clock_inputs [all_inputs -no_clocks]
set_input_delay [expr $clk_period * $clk_io_pct] -clock clk0 $non_clock_inputs
set_output_delay [expr $clk_period * $clk_io_pct] -clock clk0 [all_outputs]
```

## design/flow/config.mk

```make
export PLATFORM = sky130hd
export DESIGN_NAME = divisor_clock
export DESIGN_NICKNAME = divisor_clock
export VERILOG_FILES = /design/flow/design.v
export SDC_FILE = /design/flow/constraint.sdc
export NUM_CORES = 4
export LEC_CHECK = 1
export CORE_AREA = 10 10 112 112
export DIE_AREA = 0 0 122 122
```

## design/flow/design.v

```verilog
module divisor_clock(clock_in,clock_out700hz,clock_out1hz);
input clock_in; 
output clock_out700hz, clock_out1hz; 
reg[15:0] counter=16'd0;
reg[24:0] counter2=25'd0;
initial begin 
	counter = 0;
	counter2 = 0;
end
assign clock_out700hz = counter[15];
assign clock_out1hz = counter2[24];
always @(posedge clock_in) begin
	counter <= counter + 1'b1;
	if (counter == 16'b1111111111111111) begin
		counter <= 0;
	end
end
always @(posedge clock_in) begin
	counter2 <= counter2 + 1'b1;
	if (counter2 == 25'b1111111111111111111111111) begin
		counter2 <= 0;
	end
end 
endmodule 
```

## design/flow/run.sh

```bash
#!/bin/bash
# OpenROAD 26Q1-2900-gdf79404cd8, Yosys 0.63+post, stock flow scripts
make -C /OpenROAD-flow-scripts/flow DESIGN_CONFIG=/design/flow/config.mk WORK_HOME=/design/flow/orfs finish
```

==> impl_metrics.tcl <==
# metrics dict for downstream scripts
set metrics [dict create \
    ctsResizeCount 0 \
    synth-edff-count 0 \
    ys_chip_area_mm2 0.001729 \
    cp.required_ns 2.80 \
    finClkSkew_ns 0.004285 \
    antenna_found_initial 0 \
    worstSetupStartpointType "register" \
    crit_slowest_cell "clkdlybuf4s50_1" \
    largest_area_cell "dfxtp_1" \
    fp_util 0.1690 \
    postCtsSetupRepairBufs 0 \
    setup_viol 0 \
    logic_family "simple AND/OR/NAND/NOR gates" \
    netlist_area_mm2 0.001729 \
    viasPerCell 3.745 \
    diodes 0 \
    finalCritPeriodShare 0.5410 \
    htree_levels 2 \
    syn_to_final_growth_pct 15.20 \
    min_from "counter[14]$_SDFF_PN0_" \
    grt_overflow 0 \
    synth_async_sr_flop_share 0 \
    clkLatencyLatePin_ns 0.29 \
    wl_um 2732 \
    synth_cells 179 \
    syn_avg_cell_area_um2 9.660 \
    chipArea_mm2 0.01488 \
    slew_headroom 0.7186 \
    drtAntennaViolNets 0 \
    synth.most_common_cell "dfxtp_1" \
    port-buffer-count 2 \
    dieHeight_um 122 \
    cp_max_fo 5 \
    clockBufferDepth 2 \
    yosys_register_bits 41 \
    path_cells "clkdlybuf4s50_1" \
    common_cells "dfxtp_1 (41), xnor2_1 (19), nor2_1 (18), nand3_1 (17), xor2_1 (13)" \
    arrival_ns 1.19 \
    final_util 0.1947 \
    grt_pass1_vias 1132 \
    finalNonFillerCells 321 \
    ff_type "dfxtp_1" \
    maxCapViolations 0 \
    grt_pass1_wl_um 4788 \
    status "completed" \
    power_density_mw_per_mm2 402.1 \
    tritoncts "yes" \
    fa_ha_area_frac 0.01447 \
    yosys.stat.seqShare 0.4747 \
    max_freq_ghz 0.5281 \
    cpPeakStageDelay_ns 0.50 \
    tool_warnings 25 \
    ir_worst_vdd_v 0.0001473 \
    crit_start "counter2[24]$_SDFF_PN0_" \
    regToRegStartpoint "counter2[0]$_SDFF_PN0_" \
    yosys_warnings 1 \
    hold_buffers 0 \
    path_clk_slew_ns 0.08 \
    cts-root-buf "clkbuf_8" \
    num_rows 37 \
    clock_sinks 41 \
    cts_made_buffers 5 \
    ys_cells 179 \
    tightest_slew_ns 0.4221 \
    dr.pass1.iters 4 \
    p_total_uw 800.9 \
    cpLargestDelayFamily "buffers and inverters" \
    post-route-drc-count 0 \
    grt_setup_unrepaired "false" \
    fp.coreArea_mm2 0.01023 \
    pin_count 3 \
    hold_class "register to register" \
    worstSetupPathType "register to output pin" \
    synth-xor-area-share 0.1621 \
    dp_slack_ns 1.733 \
    dp.cells 313 \
    num_vias 1202 \
    drive_above_1_share 0.08649 \
    globalplace.congestion 0.7957 \
    netlist.area_leader.share 0.4747 \
    area_leaders "dfxtp_1 (47%), xnor2_1 (9.6%), xor2_1 (6.6%)" \
    p_leak_nw 0.7131 \
    hpwl_um 1902 \
    setup_tns_ns 0 \
    drt_iter0_markers 16 \
    synth-simple-area-share 0.2757 \
    die_w_um 122 \
    grt_use_total 0.03728 \
    compound_area_frac 0.04342 \
    crit_buf_inv 1 \
    synth.distinct_cells 32 \
    hold_viol 0 \
    wl_per_cell_um 8.511 \
    end_kind "output pin" \
    layout_min_cycle_time_ns 1.894 \
    drv_slew 0 \
    worst_slack_ns 1.606 \
    mux_share 0 \
    grt_max_degree 13 \
]
placed cells by master (no fill, tap or decap), drive strengths merged, types with 3 or more instances in the layout:
cell type / instances
dfxtp: 41
xnor2: 19
nor2: 18
nand3: 18
xor2: 13
and3: 10
nand4: 9
nand2: 7
clkbuf: 7
nor3: 7
inv: 6
and4: 6
nor4: 3
a21oi: 3
routing by layer:
metal	up-vias	wire (um)	GRT usage	part of all wire
li1	645	-	-	-
met1	544	1487	0.05209	0.54
met2	8	1093	0.05585	0.40
met3	5	125	0.01315	0.046
met4	0	25	0.005216	0.0092
met5	-	0	0	0
registers in the layout, summed over array words and instances, names as in the netlist:
signal and flops:
counter 16, counter2 25
logic make-up (layout without fill, tap and decap cells):
family                   Yosys count  after routing
AND/OR/NAND/NOR                   83             83
flip-flops                        41             41
adder cells (fa/ha/maj)            2              2
buffers and inverters             10             16
XOR/XNOR                          32             32
AND-OR/OR-AND                     11             11
cell type report:
type / instances / area [um^2]
sequential: 41 / 820.8
clock buffer: 7 / 96.34
multi-input combinational: 128 / 857.1
clock inverter: 1 / 5.005
tap: 136 / 170.2
inverter: 6 / 22.52
fill: 1089 / 8239
timing repair buffer: 2 / 20.02
power breakdown:
part             total, mW  leakage, nW  internal [mW]  switching (mW)
sequential           0.466        0.330          0.466               0
clock                0.335       0.0542          0.178           0.157
combinational  0.000000329        0.329              0               0
total                0.801        0.713          0.644           0.157
through the flow:
step	hold slack (ns)	instance area (um^2)
floorplan	0.4265	1729
global placement	0.4418	1891
detailed placement	0.4479	1891
CTS	0.4594	1992
global route	0.4709	1992
finish	0.4571	1992
path summary, 6_finish.rpt:
| kind | endpoint | slack [ns] | cells past startpoint |
|---|---|---|---|
| worst max-delay path | clock_out1hz | 1.61 | 1 |
| worst min-delay path | counter[14]$_SDFF_PN0_ | 0.46 | 1 |
| worst max register to register | counter2[15]$_SDFF_PN0_ | 1.71 | 5 |
| worst min register to register | counter[14]$_SDFF_PN0_ | 0.46 | 1 |
Power and IR drop assume default switching activity.

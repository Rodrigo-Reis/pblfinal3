`./run.sh`:
```
#!/bin/bash
# OpenROAD 26Q1-2900-gdf79404cd8, Yosys 0.63+post, stock flow scripts
make -C /OpenROAD-flow-scripts/flow DESIGN_CONFIG=/design/flow/config.mk WORK_HOME=/design/flow/orfs finish
```
`./config.mk`:
```
export PLATFORM = sky130hd
export DESIGN_NAME = decodificador28bits
export DESIGN_NICKNAME = decodificador28bits
export VERILOG_FILES = /design/flow/design.v
export SDC_FILE = /design/flow/constraint.sdc
export NUM_CORES = 4
export LEC_CHECK = 1
export CORE_AREA = 10 10 71 71
export DIE_AREA = 0 0 81 81
```
`./constraint.sdc`:
```
current_design decodificador28bits

set clk_period 2.8
set clk_io_pct 0.2

create_clock -name clk0 -period $clk_period

set non_clock_inputs [all_inputs -no_clocks]
set_input_delay [expr $clk_period * $clk_io_pct] -clock clk0 $non_clock_inputs
set_output_delay [expr $clk_period * $clk_io_pct] -clock clk0 [all_outputs]
```
`./design.v`:
```
module decodificador28bits ( sel,s1, bebida, soma, sensor, cedulaINV, valoramais);
input [2:0]  sel, sensor;
input [1:0] bebida;
input [4:0] soma;
input cedulaINV, valoramais;
output reg [20:0] s1;
	always @( sel,sensor,bebida) begin
      	case (sel)
          	3'b000: s1=21'b111111111111110110000;
          	3'b001: begin
					if (bebida == 2'b00) begin 
						s1=21'b011000101100000010010;
					end
					else if (bebida == 2'b01) begin 
						s1=21'b011000111100011001100;
					end
					else if (bebida == 2'b10) begin 
						s1=21'b011000110010000100100;
					end
					else begin 
						s1=21'b011000110011110000001;
					end
				end
				3'b010: begin
					if (soma == 5'b00000) begin
						s1=21'b111111111111110000001;
					end
					else if (soma == 5'b00010) begin
						s1=21'b111111111111110010010;
					end
					else if (soma == 5'b00100) begin
						s1=21'b111111111111111001100;
					end
					else if (soma == 5'b00101) begin
						s1=21'b111111111111110100100;
					end
					else if (soma == 5'b00110) begin
						s1=21'b111111111111110100000;
					end
					else if (soma == 5'b00111) begin
						s1=21'b111111111111110001111;
					end
					else if (soma == 5'b01000) begin
						s1=21'b111111111111110000000;
					end
					else if (soma == 5'b01001) begin
						s1=21'b111111111111110000100;
					end
					else if (soma == 5'b01010) begin
						s1=21'b111111110011110000001;
					end
					else if (valoramais == 1'b1) begin
						s1=21'b110000011110010100001;
					end
					else begin
						s1=21'b011000110011111111111;
					end
				end
          	3'b011: s1=21'b111111111111111111111;  
          	3'b100: s1=21'b111111111111111111111;  
          	3'b101: s1=21'b111111111111111111111;  
          	3'b110: begin	 
					if (sensor == 3'b000) begin
						s1=21'b111111111111111111111;
						end
					else if (sensor == 3'b001) begin
						s1=21'b111111111111110001000;
					end
					else if (sensor == 3'b010) begin
						s1=21'b111111100110001111111;
					end
					else if (sensor == 3'b100) begin
						s1=21'b011000011111111111111;
					end
					else if (sensor == 3'b011) begin
						s1=21'b111111100110000001000;
					end
					else if (sensor == 3'b101) begin
						s1=21'b011000111111110001000;
					end
					else if (sensor == 3'b110) begin
						s1=21'b011000100110001111111;
					end
					else begin
						s1=21'b011000100110000001000;
					end
					end
          	3'b111: begin 
					if (soma == 5'b00000) begin
						s1=21'b100001011111110000001;
					end
					else if (soma == 5'b00010) begin
						s1=21'b100001011111110010010;
					end
					else if (soma == 5'b00100) begin
						s1=21'b100001011111111001100;
					end
					else if(soma == 5'b00101) begin
						s1=21'b100001011111110100100;
					end
					else if (soma == 5'b00110) begin
						s1=21'b100001011111110100000;
					end
					else if (soma == 5'b00111) begin
						s1=21'b100001011111110001111;
					end
					else if (soma == 5'b01000) begin
						s1=21'b100001011111110000000;
					end
					else if (soma == 5'b01001) begin
						s1=21'b100001011111110000100;
					end
					else if (soma == 5'b01010) begin
						s1=21'b1000010110011110000001;
					end
					else begin
						s1=21'b100001011111101111110;
					end
				end
				default s1=21'b111111111111111111111;
      	endcase
  	end
endmodule
```
==> summary.txt <==
run metrics: Flops=0, Gate power share=1.000, power per cell area=150 nW/µm², status=finished clean, gr usage total=0.135, critical path launch point type=input pin, post-DP HPWL=3.41 mm, register area=0 µm², worst slack at placement=-0.453 ns, final worst-path cycle share=0.985, FP Core Util=0.289, Tmin final=2.76 ns, Mapped Area=1050 µm², Final ANT Viol Nets=0, vias in the first global route=1460, count of pins over their slew limit=0, final setup fails=0, OpenROAD warnings=39, WL per Instance=15.2 µm, port bufs=35, first-pass GRT wire length=7.38 mm, DP Area=1800 µm², fin area=2000 µm², Avg Inst Size Synth=6.45 µm², DIE AREA=6560 µm², worst-path fanout max=12, maxcap violations=0, ys cells=163, num rows=22, fin util=0.550, clock power share=0, crit path capture type=output pin, worst setup margin=0.0410 ns, Routability Congestion=0.952, Syn Inst Count=163, synth warn=2, leak pwr=0.899 nW, Final Hold Viols=0, layout cells sized above 1=0.421, P_sw=0.132 mW, initial antenna violation count=0, Area growth syn-to-layout=90.0%, internal power=0.168 mW, n_diodes=0, critical path required time=2.24 ns, core area=3630 µm², maximum vdd drop=70.1 µV, total number of vias=1597, sequential area share after synthesis=0, clk_buf instances=0, Critical Path AT=2.20 ns, Hold Path Stages=4, Slew headroom=0.756, I/O pin count=36, First-pass DRT Iterations=4, Die Ht=81 µm, FMAX=362 MHz, die width=81 µm, WHS=1.68 ns, Sequential Power Share=0, Setup TNS=0 ns, Slew @ Worst Pin=0.361 ns, residual DRC count=0, number of DRC markers in iteration 0=158, gr ovfl total=0, Synth cell types=51, sw frac=0.440, CP Class=in2out, drt via density=5.41, CTS Hold Buffers Added=0, overall routed net length=4.48 mm, pin count of the biggest net entering global routing=18, HP Class=in2out, Yosys Chip Area=1050 µm²
## cell type report
cell class | instances | area [µm²]
fill | 349 | 1640
inverter | 10 | 37.5
multi-input combinational | 138 | 1050
tap | 48 | 60.1
timing repair buffer | 99 | 845
## path summary, 6_finish.rpt
| kind | slack, ns | from | end |
|---|---|---|---|
| setup / recovery | 0.04 | valoramais | s1[6] |
| hold / removal | 1.68 | sel[2] | s1[8] |
## cell usage in the layout, fill, tap and decap left out, types with 3 or more instances in the layout
cell type / count
nor3b_1: 3
clkbuf_2: 6
nor2_1: 12
dlymetal6s2s_1: 4
a21oi_1: 11
nand2_1: 5
inv_1: 9
o21ai_0: 10
buf_4: 49
ha_1: 4
nand2b_4: 3
o21ai_1: 7
clkdlybuf4s50_1: 10
buf_6: 16
a22oi_1: 4
and2_1: 3
o21a_1: 3
nor2b_1: 6
a31o_2: 3
nand2b_1: 3
a221o_1: 4
dlygate4sd2_1: 11
## power groups by stage
stage | combinational [mW] | sequential [mW] | clock, mW
CTS | 0.294 | 0 | 0
global route | 0.327 | 0 | 0
finish | 0.299 | 0 | 0
## per-layer routing
layer,wire (µm),track usage,part of all wire,vias up
met5,0,0,0,-
met4,4,0,0.00089,0
met3,350,0.0111,0.078,2
met2,2070,0.216,0.46,59
met1,2060,0.203,0.46,740
li1,-,-,-,796
## cells by family (layout without fill, tap and decap cells)
| kind of cell | after synthesis | in the layout | share of synthesized area |
|---|---|---|---|
| compound gates | 74 | 74 | 0.504 |
| buf+inv | 25 | 109 | 0.102 |
| xor+xnor | 1 | 1 | 0.00833 |
| fa+ha+maj | 6 | 6 | 0.0714 |
| simple gates | 57 | 57 | 0.314 |
## metrics by stage
stage / power (mW) / std cells
2_1_floorplan: 0.116 / 163
3_3_place_gp: 0.271 / 285
3_5_place_dp: 0.271 / 285
4_1_cts: 0.294 / 292
5_1_grt: 0.327 / 295
6_report: 0.299 / 295
## Yosys cell counts (2+ instances only)
cell type / n / share of area
a22oi_1: 4 / 0.029
a21boi_0: 2 / 0.014
a32oi_1: 2 / 0.017
nor2b_1: 8 / 0.048
o31a_1: 2 / 0.017
nor4bb_1: 2 / 0.019
nand3_1: 2 / 0.0095
a21o_1: 2 / 0.014
clkbuf_1: 5 / 0.018
nand2b_1: 6 / 0.036
o21a_1: 3 / 0.021
a211oi_1: 2 / 0.014
o2111ai_1: 2 / 0.017
and2_1: 3 / 0.018
nor3_1: 4 / 0.019
a31o_2: 3 / 0.025
o22ai_1: 2 / 0.012
nor3b_1: 3 / 0.021
or2_2: 2 / 0.012
a221o_1: 4 / 0.038
o21ai_0: 18 / 0.086
inv_1: 10 / 0.036
nor2_1: 13 / 0.046
a222oi_1: 2 / 0.019
a21oi_1: 13 / 0.062
buf_2: 8 / 0.038
ha_1: 6 / 0.071
nand2_1: 6 / 0.021
o31ai_1: 2 / 0.014
## critical path, stage by stage
cell and delay (ns):
clkdlybuf4s50_1 0.47, buf_6 0.15, nor2b_1 0.06, o21ai_1 0.17, o21ai_0 0.12, a31o_2 0.25, clkdlybuf4s50_1 0.41
## what timing repair did
action                                  in CTS  in global routing
pin swaps                                   17                  8
endpoints found under the setup margin      20                 12
resized                                     73                 25
cloned                                       1                  0
buffers inserted                             6                  3
Power is estimated from default activity; no workload was simulated.
